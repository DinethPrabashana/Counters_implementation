<file path="flow/config.mk">
export PLATFORM = sky130hd
export DESIGN_NAME = asynchronus_nbit_counter
export DESIGN_NICKNAME = asynchronus_nbit_counter
export VERILOG_FILES = /design/flow/design.v
export SDC_FILE = /design/flow/constraint.sdc
export NUM_CORES = 4
export LEC_CHECK = 1
export CORE_AREA = 10 10 70 70
export DIE_AREA = 0 0 80 80
</file>
<file path="flow/constraint.sdc">
current_design asynchronus_nbit_counter

set clk_period 1.0
set clk_io_pct 0.2

create_clock -name clk0 -period $clk_period [get_ports {clk}]

set non_clock_inputs [all_inputs -no_clocks]
set_input_delay [expr $clk_period * $clk_io_pct] -clock clk0 $non_clock_inputs
set_output_delay [expr $clk_period * $clk_io_pct] -clock clk0 [all_outputs]
</file>
<file path="flow/design.v">
module T_FF(q,clk,reset);
input clk, reset ;
output reg q ;
always@(negedge clk )
begin 
    if (reset)
        begin
        q<=1'b0;
        end
    else
        begin
        q <= ~q ;
        end
end
endmodule
module asynchronus_nbit_counter#(parameter width = 4)(q,clk,reset);
input clk, reset ;
output [width -1 :0]q;
T_FF tff1(q[0], clk, reset);  
genvar i;
generate
    for (i = 1; i < width; i = i + 1) begin : T_FF_gen
        T_FF u_tff (q[i], q[i-1], reset);
    end
endgenerate
endmodule
</file>
<file path="flow/run.sh">
#!/bin/bash
# OpenROAD 26Q1-2900-gdf79404cd8, Yosys 0.63+post, stock flow scripts
make -C /OpenROAD-flow-scripts/flow DESIGN_CONFIG=/design/flow/config.mk WORK_HOME=/design/flow/orfs finish
</file>
==> results_slide.txt <==
Flow Results at a Glance

Final timing
  • Worst Clk Skew: 0 ns
  • Final worst slack: -0.1401 ns
  • RSZ-0062 raised after global routing: yes
  • Count of unclocked register or latch pins: 3
  • Endpoints left unconstrained: 6
  • Slew Limit Fails: 0
  • Worst slew pin tran: 0.1025 ns
  • Worst rel slew slack: 93.16%
  • Endpoints failing setup: 1
  • Hold Fails Final Rpt: 0

Final layout
  • Sequential Area: 81.33 µm²
  • Finished Layout Cells: 65
  • Fill count: 409
  • Ratio of cells with drive above 1 in the final layout: 26.32%
  • Design Area, Final: 224.0 µm²
  • Synthesis-to-layout area growth: 59.82%
  • Comb gate area: 15.01 µm²

Job
  • Tool Warnings: 32
  • Max-Cap Viols: 0

Yosys
  • Post-Syn Area: 140.1 µm²
  • Xor+xnor area frac: 0%
  • Cell taking the most area after synthesis: dfxtp_1
  • Yosys Instances: 16
  • Mean Syn Cell Area: 8.758 µm²
  • EDFF count, synth: 0
  • Ao+oa area frac: 0%
  • Adder Area Share: 0%
  • Synth Area in Simple Gates: 10.71%
  • Post-synth area hogs: dfxtp_1, buf_4, inv_1
  • Commonest cells post-synth: buf_4, dfxtp_1, inv_1, nor2_1
  • Mapped Cells: 16
  • Flops after synth: 4
  • Synth Flop Type: dfxtp_1
  • Syn. warnings: 1
  • Main logic family: buffers and inverters
  • Seq/Total Area, Yosys: 57.14%
  • Max-area cell share: 57.14%
  • Yosys stat chip area: 140.1 µm²
  • Mux area share: 0%
  • Async S/R FF share, synth: 0%
  • Distinct lib cells: 4

Pwr
  • Pint: 0.07149 mW
  • Sw frac: 19.77%
  • Pleak: 0.08704 nW
  • Pwr dens: 397.9 nW/µm²
  • Sequential share of power: 59.7%
  • Max VDD drop: 0.08085 mV
  • Comb power frac: 24.7%
  • Switching pwr: 0.01761 mW
  • Clk network pwr share: 15.7%

Floorplanning
  • Die Footprint: 6400 µm²
  • Rows: 21
  • Core area: 3416 µm²
  • Fp_density: 4.103%
  • Die Wd: 80 µm
  • # IOs: 6
  • Die height: 80 µm

Drt
  • Routed wire length: 276 µm
  • Vias per cell: 1.400
  • Vias: 91
  • DRT iter0 DRCs: 0
  • Router iterations before antenna repair: 1
  • Residual DRC: 0
  • Routed len/inst: 4.246 µm
  • Antenna-violating nets left: 0
  • Ant. Diodes: 0

Placement
  • Placer Congestion: 0.6687
  • Port buffer count: 5
  • HPWL Detailed: 271.6 µm
  • Placed cell areas: 234.0 µm²
  • Placed Instances: 65

Worst setup path
  • CP max FO: 2
  • Worst Setup End Kind: output pin
  • Crit-path max cell delay: 0.30 ns
  • CP Buf/Inv Count: 1
  • Crit Path Category: flop to output pin
  • Worst path slowest cell: dfxtp_2
  • CP startpoint kind: flop
  • Worst path cell trace: buf_2
  • CP top delay family: flip-flops
  • Crit path DAT: 0.94 ns
  • CP required: 0.80 ns

Global routing
  • Number of global-route vias before repair: 95
  • Initial antenna violation count: 0
  • GRT Util Overall: 0.8571%
  • First-pass GRT wire length: 434 µm
  • GRT overflow: 0
  • Maximum number of pins on one net before global-route repair: 4

CTS
  • Clock transition at path regs: 0.03 ns
  • Hold-fix buffers, CTS: 0
  • Clock latency on the worst-skew pair: 0.03 ns
  • Post-CTS setup buffers: 0

Run status
  • Status: finished, violations left
  • Failing checks: negative setup slack

Hold path
  • Hold Crit Class: flop to flop
==> cell usage in the layout (no fill, tap or decap), drive strengths merged <==
cell | netlist | final
nor2 | 4 | 4
inv | 4 | 4
dfxtp | 4 | 4
buf | 4 | 4
clkdlybuf4s50 | 0 | 3
==> logic make-up after synthesis <==
group | after synthesis
and+or+nand+nor | 4
buffers and inverters | 8
DFF | 4
==> sequential cells by signal (all words and copies together) (netlist names) <==
signal and flops:
tff1.q 1, T_FF_gen.u_tff.q 3
==> final timing paths <==
kind	start	end	slack [ns]	depth (start not counted)
setup / recovery	tff1.q	q[0]	-0.14	1
hold / removal	tff1.q	tff1.q	0.48	2
setup reg to reg	tff1.q	tff1.q	0.43	2
hold reg to reg	tff1.q	tff1.q	0.48	2
==> cell type report <==
class                   instances  area share [%]
multi-input cells               4           6.704
flip-flops and latches          4           36.31
well taps                      46           25.70
repair buffers                  7           24.58
inverters                       3           5.028
clock inverters                 1           1.676
==> repair_timing <==
action	4_1_cts	5_1_grt
cloned	0	0
endpoints found under the setup margin	2	1
pin swaps	1	0
resized	7	0
==> routing by layer <==
metal / share of wire, % / wire (µm) / GRT usage (%) / vias up
li1: - / - / - / 46
met1: 41 / 113 / 0.8649 / 40
met2: 36 / 100 / 1.445 / 5
met3: 22 / 62 / 0.6818 / 0
met4: 0 / 0 / 0 / 0
met5: 0 / 0 / 0 / -
==> per-stage QoR <==
stage / setup slack (ns) / total power, mW / utilization (%) / hold WS, ns / TNS [ns]
6_report: -0.1401 / 0.08910 / 6.557 / 0.4786 / -0.1401
5_1_grt: -0.1748 / 0.1010 / 6.557 / 0.5085 / -0.1748
4_1_cts: -0.1051 / 0.08919 / 6.557 / 0.4778 / -0.1051
3_5_place_dp: -0.4784 / 0.09386 / 6.850 / 0.4757 / -0.8334
3_3_place_gp: -0.4702 / 0.09203 / 6.850 / 0.4680 / -0.8184
2_1_floorplan: -0.09944 / 0.07799 / - / 0.3954 / -0.09944
==> power by group through the flow <==
stage | Clock [mW] | Combinational (mW) | Sequential, mW
CTS | 0.0125 | 0.0230 | 0.0537
global route | 0.0212 | 0.0260 | 0.0538
finish | 0.0140 | 0.0220 | 0.0532
Power and IR drop assume default switching activity.
